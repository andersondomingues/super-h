## /design/flow/config.mk

```make
export PLATFORM = sky130hd
export DESIGN_NAME = divisor
export DESIGN_NICKNAME = divisor
export VERILOG_FILES = /design/flow/design.v
export SDC_FILE = /design/flow/constraint.sdc
export NUM_CORES = 4
export LEC_CHECK = 1
export CORE_UTILIZATION = 40
```

## /design/flow/constraint.sdc

```tcl
current_design divisor

set clk_period 9.5
set clk_io_pct 0.2

create_clock -name clk0 -period $clk_period [get_ports {clk}]

set non_clock_inputs [all_inputs -no_clocks]
set_input_delay [expr $clk_period * $clk_io_pct] -clock clk0 $non_clock_inputs
set_output_delay [expr $clk_period * $clk_io_pct] -clock clk0 [all_outputs]
```

## /design/flow/design.v

```verilog
interface ram_port_if #(
    parameter ADDR_WIDTH = 8,
    parameter DATA_WIDTH = 32,
    parameter DEPTH = 1 << ADDR_WIDTH
)(
    input  logic clk,
);
    logic en;
    logic we;
    logic [ADDR_WIDTH-1:0] addr;
    logic [DATA_WIDTH-1:0] wdata;
    logic [DATA_WIDTH-1:0] rdata;
    modport MEM (
        input en, we, addr, wdata,
        output rdata
    );
    modport CPU (
        output en, we, addr, wdata,
        input rdata
    );
endinterface
module divisor #(
    parameter WIDTH = 32
)(
    input  logic                   clk,
    input  logic                   rst_n,
    input  logic                   start,
    input  logic [WIDTH-1:0]       dividend,
    input  logic [WIDTH-1:0]       divisor,
    output logic [WIDTH-1:0]       quotient,
    output logic [WIDTH-1:0]       remainder,
    output logic                   done
);
    typedef enum logic [1:0] {
        IDLE = 2'd0,
        BUSY = 2'd1,
        DONE = 2'd2
    } state_e;
    state_e current_state, next_state;
    logic [WIDTH-1:0] dividend_reg, divisor_reg, quotient_reg, remainder_reg;
    logic [5:0] count;  
    always_ff @(posedge clk or negedge rst_n) begin
        if (!rst_n)
            current_state <= IDLE;
        else
            current_state <= next_state;
    end
    always_comb begin
        next_state = current_state;
        case (current_state)
            IDLE: if (start) next_state = BUSY;
            BUSY: if (count == WIDTH) next_state = DONE;
            DONE: next_state = IDLE;
        endcase
    end
    always_ff @(posedge clk or negedge rst_n) begin
        if (!rst_n) begin
            dividend_reg <= '0;
            divisor_reg  <= '0;
            quotient_reg <= '0;
            remainder_reg<= '0;
            count        <= '0;
            done         <= 1'b0;
        end else begin
            case (current_state)
                IDLE: begin
                    done <= 1'b0;
                    if (start) begin
                        dividend_reg <= dividend;
                        divisor_reg  <= divisor;
                        quotient_reg <= '0;
                        remainder_reg<= '0;
                        count        <= '0;
                    end
                end
                BUSY: begin
                    if (dividend_reg[WIDTH-1]) begin
                        dividend_reg = {dividend_reg[WIDTH-2:0], 1'b0};
                        quotient_reg = {quotient_reg[WIDTH-2:0], 1'b0};
                    end else begin
                        dividend_reg = {dividend_reg[WIDTH-2:0], 1'b0};
                        dividend_reg = dividend_reg - divisor_reg;
                        if (dividend_reg[WIDTH-1]) begin
                            dividend_reg = dividend_reg + divisor_reg;  
                            quotient_reg = {quotient_reg[WIDTH-2:0], 1'b0};
                        end else begin
                            quotient_reg = {quotient_reg[WIDTH-2:0], 1'b1};
                        end
                    end
                    count <= count + 1;
                end
                DONE: begin
                    done <= 1'b1;
                    remainder_reg <= dividend_reg;
                end
            endcase
        end
    end
    assign quotient  = quotient_reg;
    assign remainder = remainder_reg;
endmodule
```

## /design/flow/run.sh

```bash
#!/bin/bash
# OpenROAD 26Q1-2900-gdf79404cd8, Yosys 0.63+post, stock flow scripts
make -C /OpenROAD-flow-scripts/flow DESIGN_CONFIG=/design/flow/config.mk WORK_HOME=/design/flow/orfs finish
```

==> run summary <==
Antenna viol nets, final - 0
Endpoint class of the critical path - register
Router iterations before antenna repair - 5
Clk latency late pin - 0.42 ns
Total grt overflow - 0
Global placer's final weighted congestion - 0.930
Final Setup Violations - 0
Vias per inst - 5.88
Top cells, area - dfrtp_1, ha_1, a22o_1, mux2_2, a21oi_1
Chip Height - 154 um
Area growth, synth to finish - 23.3%
Max Slew Vio Count - 0
Initial antenna violation count - 0
Hold buffers post-CTS - 0
CP max stage cell - or3_2
Largest stage delay, worst path - 0.47 ns
Post-synth EDFFs - 0
Highest clock rate - 0.198 GHz
Initial Utilization - 0.409
Final Hold Vio Count - 0
Tmin final - 5.05 ns
N_diodes - 0
IO Port Bufs - 131
Final hold slack - 0.488 ns
Layout cell share with drive strength beyond 1 - 0.0949
Worst slew margin - 0.508
Startpoint Class - register
Cells along the critical path - ha_1 -> nor2b_2 -> o31a_1 -> or3_2 -> a31oi_1 -> nor2_1 -> o21ai_0 -> xnor2_1 -> ha_1 -> a21o_1 -> a31oi_1 -> a2bb2oi_1 -> nand3_1 -> a211oi_1 -> o21ai_0 -> a311oi_1 -> xor2_1 -> o21ai_1
Area share, top type - 0.370
Dominant cell type by area after synthesis - dfrtp_1
Syn Inst Count - 968
Critical path peak fanout - 8
Syn avg cell area - 9.56 um2
Worst-margin pin slew - 0.736 ns
Postcts setup bufs - 0
Seq/Total Area, Yosys - 0.373
DRT Wirelength - 26.6 mm
Setup_tns - 0 ns
Initial DRC Count - 513
Vias - 8117
First-pass GRT wire length - 42.2 mm
Total GRT Usage - 0.235
FP Rows - 55
CTS tree - done
# Cells Yosys - 968
Setup CP Type - register to register
TritonCTS Sinks - 138
Die X - 154 um
CORE AREA - 0.0226 mm2
Final non-filler cell total - 1381
Critical Path AT - 5.35 ns
I/O pins - 132
# DRC - 0
Post-synth top cells - dfrtp_1, nand2_1, ha_1, a22o_1, a21oi_1
CTS H-tree lvls - 4
RSZ-0062 raised after global routing - false
Synthesized registers - 138
CP required - 9.80 ns
Tool Warnings - 31
Largest net degree at the start of global routing - 58
Post-CTS resize count - 0
Final worst-path cycle share - 0.531
Fill count - 2036
Clock Skews - 0.00963 ns
Netlist cell types - 76
Number of global-route vias before repair - 7613
Post-DP HPWL - 19.8 mm
MaxCap Viol Count - 0
Root Driver - clkbuf_16
Reg clk slew, reported paths - 0.07 ns
YS chip area - 0.00926 mm2
Clock buffer depth - 2
Die Area - 0.0238 mm2
Post-synth ARST share - 1.00
Hold WC Path Type - register to register
Commonest flop - dfrtp_1
Num CTS Buffers - 17
Synth top cell by count - dfrtp_1
Status - completed
Wire length per cell - 19.2 um
Placed cells - 1349
Post-synth design cell area - 0.00926 mm2
Yosys synthesis warning count - 1
==> worst paths after layout <==
path | startpoint | endpoint | slack [ns] | cells after the start
max reg2reg | dividend_reg[0]$_DFFE_PN0P_ | dividend_reg[30]$_DFFE_PN0P_ | 4.45 | 18
min reg2reg | done$_DFFE_PN0P_ | done$_DFFE_PN0P_ | 0.49 | 1
max | dividend_reg[0]$_DFFE_PN0P_ | dividend_reg[30]$_DFFE_PN0P_ | 4.45 | 18
min in group asynchronous | rst_n | remainder_reg[4]$_DFFE_PN0P_ | 1.38 | 1
min | done$_DFFE_PN0P_ | done$_DFFE_PN0P_ | 0.49 | 1
max in group asynchronous | rst_n | current_state[0]$_DFF_PN1_ | 6.50 | 3
==> metrics by stage <==
step           setup WS [ns]  area, um2   util
4_1_cts                 4.49      11400  0.504
3_5_place_dp            4.53      10800  0.479
6_report                4.45      11400  0.504
3_3_place_gp            4.58      10800  0.479
5_1_grt                 4.05      11400  0.504
2_1_floorplan           4.98       9260      -
==> metal layers <==
layer	share of wire	GRT usage
met5	0	0
met2	0.42	0.331
met3	0.079	0.0540
met4	0.019	0.0467
met1	0.48	0.378
==> critical path: cells and delay by family (launching register included) <==
family,cells,cell delay [ns]
XOR/XNOR,2,0.35
AND-OR/OR-AND,10,2.51
flip-flops,1,0.44
adder cells (fa/ha/maj),2,0.70
AND/OR/NAND/NOR,4,0.95
==> layout make-up <==
type                    count  area, um2  share of cell area
clock inverters            15        151              0.0133
flip-flops and latches    138       3450               0.303
inverters                  47        176              0.0155
repair buffers            144       1410               0.124
multi-input cells         735       5440               0.477
clock buffers              17        425              0.0373
well taps                 285        357              0.0312
==> cells by family after synthesis <==
family / Yosys count / share of synthesized area
xor gates and xnor gates: 59 / 0.0574
adders and majority gates: 68 / 0.0927
buffers and inverters: 95 / 0.0418
muxes: 42 / 0.0499
and+or+nand+nor: 222 / 0.117
AOI/OAI and AO/OA: 344 / 0.268
DFF: 138 / 0.373
==> placed cells by master (no fill, tap or decap), types with 10 or more instances in the layout <==
cell               n
o22a_1            12
nand3_1           21
xor2_1            27
a21oi_1           58
a22o_1            65
o21ai_0           48
clkdlybuf4s50_1  130
mux2_2            33
nand2_1           71
o211ai_1          15
a31oi_1           25
xnor2_1           30
clkbuf_16         17
ha_1              67
inv_1             47
nor2_1            48
and3_1            20
a21o_1            27
buf_4             13
a211oi_1          10
dfrtp_1          137
