==> flow/design.v <==
interface ram_port_if #(
    parameter ADDR_WIDTH = 8,
    parameter DATA_WIDTH = 32,
    parameter DEPTH = 1 << ADDR_WIDTH
)(
    input  logic clk,
);
    logic en;
    logic we;
    logic [ADDR_WIDTH-1:0] addr;
    logic [DATA_WIDTH-1:0] wdata;
    logic [DATA_WIDTH-1:0] rdata;
    modport MEM (
        input en, we, addr, wdata,
        output rdata
    );
    modport CPU (
        output en, we, addr, wdata,
        input rdata
    );
endinterface
module multiplier #(
    parameter WIDTH = 32
)(
    input  logic                   clk,
    input  logic                   rst_n,
    input  logic                   start,
    input  logic [WIDTH-1:0]       a,
    input  logic [WIDTH-1:0]       b,
    output logic [2*WIDTH-1:0]     result,
    output logic                   done
);
    typedef enum logic [1:0] {
        IDLE = 2'd0,
        BUSY = 2'd1,
        DONE = 2'd2
    } state_e;
    state_e current_state, next_state;
    logic [2*WIDTH-1:0] multiplicand, multiplier, product;
    logic [5:0] count;  
    always_ff @(posedge clk or negedge rst_n) begin
        if (!rst_n)
            current_state <= IDLE;
        else
            current_state <= next_state;
    end
    always_comb begin
        next_state = current_state;
        case (current_state)
            IDLE: if (start) next_state = BUSY;
            BUSY: if (count == WIDTH) next_state = DONE;
            DONE: next_state = IDLE;
        endcase
    end
    always_ff @(posedge clk or negedge rst_n) begin
        if (!rst_n) begin
            multiplicand <= '0;
            multiplier   <= '0;
            product      <= '0;
            count        <= '0;
            done         <= 1'b0;
        end else begin
            case (current_state)
                IDLE: begin
                    done <= 1'b0;
                    if (start) begin
                        multiplicand <= a;
                        multiplier   <= b;
                        product      <= '0;
                        count        <= '0;
                    end
                end
                BUSY: begin
                    if (multiplier[0]) 
                        product <= product + multiplicand;
                    multiplicand <= multiplicand << 1;
                    multiplier   <= multiplier >> 1;
                    count        <= count + 1;
                end
                DONE: begin
                    done <= 1'b1;
                end
            endcase
        end
    end
    assign result = product;
endmodule
==> flow/run.sh <==
#!/bin/bash
# OpenROAD 26Q1-2900-gdf79404cd8, Yosys 0.63+post, stock flow scripts
make -C /OpenROAD-flow-scripts/flow DESIGN_CONFIG=/design/flow/config.mk WORK_HOME=/design/flow/orfs finish
==> flow/config.mk <==
export PLATFORM = sky130hd
export DESIGN_NAME = multiplier
export DESIGN_NICKNAME = multiplier
export VERILOG_FILES = /design/flow/design.v
export SDC_FILE = /design/flow/constraint.sdc
export NUM_CORES = 4
export LEC_CHECK = 1
export CORE_UTILIZATION = 30
==> flow/constraint.sdc <==
current_design multiplier

set clk_period 21.7
set clk_io_pct 0.2

create_clock -name clk0 -period $clk_period [get_ports {clk}]

set non_clock_inputs [all_inputs -no_clocks]
set_input_delay [expr $clk_period * $clk_io_pct] -clock clk0 $non_clock_inputs
set_output_delay [expr $clk_period * $clk_io_pct] -clock clk0 [all_outputs]
==> out/qor.csv <==
stage,metric,value,unit
setup_path,cp.arrival,6340,ps
pwr,cellLeakagePower,5.545,nW
synth,ys_warn_count,1,
global_route,grt_pass1_wl,41990,um
setup_path,cp_slowest_cell,buf_4,
synth,syn_inst,1126,
setup_path,required,21980,ps
synth,avgSynthCellArea,9.111,um2
route,first_pass_iters,5,
sta,maxSlewViolCount,0,
setup_path,r2r_slack,18060,ps
die,initCoreUtil,30.52,%
global_route,grt-ovfl-total,0,
synth,ff_type,dfrtp_1,
route,drt-initial-drc-count,372,
setup_path,critPathLaunchType,input pin,
route,postRouteAntennaNets,0,
run,warning_count,26,
synth,syn-cell-area,10260,um2
cts,cts_resized,0,
pwr,power-per-cell-area,125.6,nW/um2
synth,yosys-top-cells-area,"dfrtp_1, ha_1, o21ai_0, nand2_1, mux2i_1",
cts,cts_buffers,17,
cts,cts_tree,built,
setup_path,path_common_cell,buf_4,
sta,fin_ws,15640,ps
place,pre_cts_ws,15180,ps
sta,fin_crit,6064,ps
route,vias_per_cell,4.935,
sta,clock_skew,13.27,ps
setup_path,cp-end-kind,flip-flop,
sta,slew_headroom,46.43,%
cts,insertion_delay,430,ps
cts,cts_num_sinks,170,
place,place.detailed.hpwl,18320,um
synth,ys_types,65,
route,drc,0,
cts,h-tree-depth,4,
die,dieArea,34940,um2
place,gp_congestion,0.9080,
sta,tns,0,ps
setup_path,path_max_fanout,61,
cts,clkTransAtPathRegs,70,ps
route,wl_per_cell,14.85,um
setup_path,crit_chain,clkdlybuf4s50_1 -> nand2b_1 -> and2_1 -> buf_4 -> nand2_1 -> buf_4 -> nor2_1 -> o21ai_0 -> o311ai_0,
global_route,grt_pass1_vias,8003,
die,io_pins,132,
finish,syn_to_final_growth,22.21,%
cts,cts-root-buf,clkbuf_16,
setup_path,critPathMaxStageDelay,490,ps
sta,rsz0062_at_grt,false,
worst_hold_path,worstHoldPathType,reg2reg,
synth,edf_count,0,
sta,hold_violations,0,
synth,yosys.area.top_type,dfrtp_1,
global_route,grt_max_degree,83,
die,die_w,186.9,um
pwr,ir_drop,79.84,uV
run_status,outcome,"complete, no violations",
sta,final.period_utilization,27.95,%
route,vias,8305,
synth,async_reset_ff_share,100.0,%
synth,ys_seq_share,41.48,%
sta,worst_slew_pin_slew,803.6,ps
synth,ys.flops,170,
global_route,antenna_found_initial,4,
die,die_h,186.9,um
cts,postCtsSetupBuffers,0,
cts,cts_buffer_depth,2,
die,design.core.area,33620,um2
die,rows,67,
route,wl,25000,um
place,io_buffers,131,
finish,drive_gt1_share,5.028,%
global_route,grtUsageTotal,15.09,%
setup_path,path_class,in2reg,
sta,setup_viol,0,
sta,fmax,164.9,MHz
synth,ys_chip_area,10260,um2
synth,ys_cells,1126,
synth,yosysTopAreaCellShare,41.22,%
run,max_cap_violations,0,
cts,postCtsHoldBufs,0,
## logic make-up after synthesis
group / synth area share (%)
compound gates: 21.94
fa+ha+maj: 8.123
buf+inv: 3.427
xor+xnor: 5.293
flops: 41.48
mux: 6.342
simple gates: 13.39
## flip-flops by register name, summed over array words and instances, names as in the netlist
name / cells
count: 6
current_state: 3
multiplicand: 64
product: 64
multiplier: 32
done: 1
## Yosys cell counts, types with 5 or more instances
cell type,instances
clkbuf_1,43
a31oi_1,9
buf_2,8
inv_1,21
nand3_1,15
ha_1,65
nand2_1,186
o21bai_1,11
nand2b_1,10
nand4_1,18
xnor2_1,35
buf_1,9
o21ai_0,159
mux2i_1,65
dfrtp_1,169
o211ai_1,5
a21oi_1,75
nor3_1,14
o21a_1,8
nor2b_1,8
xor2_1,27
nor2_1,40
a21o_1,22
a22o_1,37
## routing by layer
metal | routed length [um] | track usage, % | part of all wire [%] | vias to the layer above
met1 | 12280 | 23.17 | 49 | 3856
met2 | 10830 | 22.36 | 43 | 170
met5 | 27 | 0 | 0.11 | -
met4 | 438 | 2.396 | 1.8 | 4
li1 | - | - | - | 4247
met3 | 1418 | 3.716 | 5.7 | 28
## critical path: cells and delay by family
kind / cells / cell delay, ps
simple gates: 4 / 540
buf+inv: 3 / 1150
compound gates: 2 / 310
## layout by cell type (no fill, tap or decap), drive strengths merged, types with 10 or more instances in the layout
| cell type | instances |
|---|---|
| nand2 | 186 |
| dfrtp | 169 |
| o21ai | 164 |
| clkdlybuf4s50 | 130 |
| a21oi | 78 |
| mux2i | 65 |
| ha | 65 |
| nor2 | 40 |
| a22o | 37 |
| xnor2 | 35 |
| xor2 | 27 |
| inv | 25 |
| a21o | 22 |
| clkbuf | 20 |
| nand4 | 18 |
| nand3 | 15 |
| nor3 | 14 |
| o21bai | 12 |
| a31oi | 11 |
| nand2b | 10 |
| buf | 10 |
## where the power goes
group          total (mW)  internal [mW]  switching [mW]
clock network       0.306          0.172           0.135
logic               0.746          0.325           0.421
registers           0.523          0.419           0.104
## area by class of cell
class | count | area, um2
inverter | 21 | 78.83
tap | 448 | 560.5
clock inverter | 12 | 142.6
multi-input combinational | 870 | 5674
sequential | 170 | 4259
antenna | 2 | 5.005
clock buffer | 20 | 436.7
timing repair buffer | 140 | 1380
fill | 3312 | 21080
## per-stage QoR
step           std cells  power [mW]  area (um2)  utilization (%)  hold slack, ps
2_1_floorplan       1126       1.054       10260                -           419.3
3_3_place_gp        1649       1.267       11950            35.56           449.6
3_5_place_dp        1649       1.278       11950            35.56           449.9
4_1_cts             1681       1.595       12530            37.28           472.1
5_1_grt             1681       1.722       12530            37.28           503.5
6_report            1683       1.575       12540            37.29           464.6
## worst paths after layout
kind                                  start          endpoint  cells past startpoint
max                                   start       product[63]                      9
min                        current_state[1]              done                      1
max reg2reg                      product[2]       product[62]                     12
min reg2reg                current_state[1]              done                      1
max in group asynchronous             rst_n  current_state[2]                      3
min in group asynchronous             rst_n       product[37]                      1
Power is estimated from default activity; no workload was simulated.
